==> flow/design.v <==
module clockdivider(input logic clock,
						  input logic reset,
						  output logic clk_25MHz);
reg [1:0] counter;
always@(posedge reset or posedge clock)
begin
	if (reset == 1)
	begin
		clk_25MHz <= 0;
		counter <= 0;
	end
	else
	begin
		counter <= counter + 1;
		if(counter == 0)
		begin
			counter <= 0;
			clk_25MHz <= ~clk_25MHz;
		end
	end
end
endmodule
module rgb_decoder (input logic clk,
						  input logic [1:0] r_in,
						  input logic [1:0] g_in,
						  input logic [1:0] b_in,
						  output logic [3:0] r_out,
						  output logic [3:0] g_out,
						  output logic [3:0] b_out);
always @ (posedge clk)
begin
	case(r_in)
		2'b00 :
		begin
			r_out = 4'b0000;
		end
		2'b01 :
		begin
			r_out = 4'b0101;
		end
		2'b10 :
		begin
			r_out = 4'b1010;
		end
		2'b11 :
		begin
			r_out = 4'b1111;
		end
	endcase
	case(g_in)
		2'b00 :
		begin
			g_out = 4'b0000;
		end
		2'b01 :
		begin
			g_out = 4'b0101;
		end
		2'b10 :
		begin
			g_out = 4'b1010;
		end
		2'b11 :
		begin
			g_out = 4'b1111;
		end
	endcase
	case(b_in)
		2'b00 :
		begin
			b_out = 4'b0000;
		end
		2'b01 :
		begin
			b_out = 4'b0101;
		end
		2'b10 :
		begin
			b_out = 4'b1010;
		end
		2'b11 :
		begin
			b_out = 4'b1111;
		end
	endcase
end
endmodule
module VGA (input logic clk,
				input logic strobe,
				input logic reset,
				output logic hsync,
				output logic vsync,
				output logic active_draw,
				output logic finished,
				output logic [9:0] curr_x,
				output logic [9:0] curr_y);
parameter hsync_begin = 16;
parameter hsync_end = 112;
parameter h_active = 160;
parameter vsync_begin = 490;
parameter vsync_end = 492;
parameter v_active_end = 480;
parameter pixel_line = 800;
parameter line_screen = 525;
reg [9:0] h_count;
reg [9:0] v_count;
assign hsync = ~((h_count >= hsync_begin) & (h_count < hsync_end));
assign vsync = ~((v_count >= vsync_begin) & (v_count < vsync_end));
assign curr_x = (h_count < h_active) ? 0 : (h_count - h_active);
assign curr_y = (v_count >= v_active_end) ? (v_active_end - 1) : (v_count);
assign active_draw = ~((h_count < h_active) | (v_count > v_active_end - 1));
assign finished = ((v_count == line_screen - 1) & (h_count == pixel_line));
always @ (posedge clk)
begin
	if(reset)
	begin
		h_count <= 0;
		v_count <= 0;
	end
	if(strobe)
	begin
		if(h_count == pixel_line)
		begin
			h_count <= 0;
			v_count <= v_count + 1;
		end
		else
			h_count <= h_count + 1;
		if(v_count == line_screen)
			v_count <= 0;
	end
end
endmodule
module vga_generator(input logic active_draw,
							input logic [3:0] r,
							input logic [3:0] g,
							input logic [3:0] b,
							output logic [3:0] r_out,
							output logic [3:0] g_out,
							output logic [3:0] b_out);
always_comb
	if(active_draw)
	begin
		r_out = r;
		g_out = g;
		b_out = b;
	end
	else
	begin
		r_out = 4'b0000;
		g_out = 4'b0000;
		b_out = 4'b0000;
	end
endmodule
module top_level(input logic clk,
					  input logic [1:0] r_in,
					  input logic [1:0] g_in,
					  input logic [1:0] b_in,
					  input logic reset,
					  output logic v_sync,
					  output logic h_sync,
					  output logic [3:0] r,
					  output logic [3:0] g,
					  output logic [3:0] b);
wire clk_25MHz, active_draw;
reg [3:0] r_reg;
reg [3:0] g_reg;
reg [3:0] b_reg;
clockdivider my_clk_div (
	.clock (clk),
	.reset (reset),
	.clk_25MHz (clk_25MHz));
VGA my_VGA (
	.clk (clk),
	.strobe (clk_25MHz),
	.reset (reset),
	.hsync (h_sync),
	.vsync (v_sync),
	.active_draw (active_draw));
rgb_decoder my_decoder (
	.clk (clk),
	.r_in (r_in),
	.g_in (g_in),
	.b_in (b_in),
	.r_out (r_reg),
	.g_out (g_reg),
	.b_out (b_reg));
vga_generator my_generator (
	.active_draw (active_draw),
	.r (r_reg),
	.g (g_reg),
	.b (b_reg),
	.r_out (r),
	.g_out (g),
	.b_out (b));
endmodule
==> flow/run.sh <==
#!/bin/bash
# OpenROAD 26Q1-2900-gdf79404cd8, Yosys 0.63+post, stock flow scripts
make -C /OpenROAD-flow-scripts/flow DESIGN_CONFIG=/design/flow/config.mk WORK_HOME=/design/flow/orfs finish
==> flow/config.mk <==
export PLATFORM = sky130hd
export DESIGN_NAME = top_level
export DESIGN_NICKNAME = top_level
export VERILOG_FILES = /design/flow/design.v
export SDC_FILE = /design/flow/constraint.sdc
export NUM_CORES = 4
export LEC_CHECK = 1
export CORE_AREA = 10 10 110 110
export DIE_AREA = 0 0 120 120
==> flow/constraint.sdc <==
current_design top_level

set clk_period 2.9
set clk_io_pct 0.2

create_clock -name clk0 -period $clk_period [get_ports {clk}]

set non_clock_inputs [all_inputs -no_clocks]
set_input_delay [expr $clk_period * $clk_io_pct] -clock clk0 $non_clock_inputs
set_output_delay [expr $clk_period * $clk_io_pct] -clock clk0 [all_outputs]
==> results.tsv <==
stage	metric	value	unit
sta	TNS Setup	0	ns
yosys	ys async rst share	10.3	%
yosys	Syn Inst Count	160	
power_and_ir_drop	static leakage	0.684	nW
yosys	main area contributors	dfxtp_1, edfxtp_1, dfrtp_1	
sta	Hold WS	0.513	ns
worst_setup_path	number of cells on the critical path	4	
drt	post-route ant nets	0	
sta	post-layout period usage	93.4	%
die	row count	36	
yosys	Post-synth top cells	nor2_1, dfxtp_1, edfxtp_1, nand2_1	
yosys	Flops after synth	29	
worst_setup_path	data arrival time of the critical path	2.13	ns
job	max-capacitance violation count	0	
cells_and_area	post-route cell area	1950	sq um
power_and_ir_drop	Pwr Density	477	nW/um^2
yosys	cell taking the most area after synthesis	dfxtp_1	
grt	largest net degree at the start of global routing	11	
sta	Max Clock Skew	0.00728	ns
worst_setup_path	CP Capture Type	output pin	
yosys	count leader, synth	nor2_1	
yosys	Yosys Instances	160	
yosys	sequential share of the synthesized area	45.1	%
clocking	clock latency (worst-skew pair)	0.28	ns
sta	max_slew headroom	56.6	%
worst_setup_path	CP Buf/Inv Count	1	
yosys	Top-area cell share	20.8	%
worst_setup_path	crit path kind	register to output pin	
worst_setup_path	Setup crit end	g[0]	
worst_setup_path	CP cell instances	o21ai_0 -> a211oi_2 -> and2_1 -> clkdlybuf4s50_1	
clocking	Num CTS Buffers	5	
run_status	outcome	finished, final reports clean	
clocking	CTS tree	done	
placement	cell count after placement	299	
drt	vias per std cell	3.69	
clocking	Post-CTS Hold Buffers	0	
placement	routability cong.	0.843	
power_and_ir_drop	VDD IR-drop max	0.202	mV
drt	drt drc	0	
cells_and_area	Layout area overhead	26.3	%
yosys	distinct lib cells	41	
drt	diode count	0	
worst_setup_path	Critical Path Source Type	register	
worst_setup_path	max incr delay on CP	0.51	ns
worst_setup_path	CP required	2.32	ns
job	Log Warnings	28	
drt	DRT Wirelength	3110	um
yosys	Mapped Area	1540	sq um
worst_setup_path	critical path fanouts, max	7	
grt	Total GRT Usage	4.30	%
grt	vias in the first global route	1076	
drt	TritonRoute pass-1 iters	4	
worst_setup_path	FF-to-FF path depth	4	
die	placeable core region	9770	sq um
worst_setup_path	Crit-path slowest cell	clkdlybuf4s50_1	
worst_setup_path	worst r2r src	my_VGA.h_count[6]	
grt	first-pass GRT wire length	5220	um
sta	Final Slew Violations	0	
worst_setup_path	CP top delay family	AND-OR/OR-AND gates	
sta	setup ws final	0.192	ns
clocking	clk buf depth	2	
placement	DP Wirelength	2220	um
yosys	Post-synth EDFFs	10	
power_and_ir_drop	total power draw	0.930	mW
cells_and_area	final core utilization	19.9	%
die	Pre-Place Util	15.8	%
cells_and_area	Finished Layout Cells	307	
sta	unrepaired setup endpoints after global routing	no	
grt	initial antenna violation count	0	
sta	Final Setup Violations	0	
cells_and_area	layout cells sized above 1	8.62	%
placement	post-place instance area	1840	sq um
die	I/O pin total	22	
hold_path	hold crit path type	register to register	
die	Die X	120	um
clocking	H-tree levels	2	
placement	pre-CTS setup slack	0.267	ns
yosys	yosys stat area	1540	sq um
worst_setup_path	CP startpoint	my_VGA.h_count[7]	
yosys	synth warn	4	
sta	min cycle time layout	2.71	ns
sta	Least-Margin Pin Slew	0.649	ns
grt	total congestion overflow	0	
sta	Max Freq	0.369	GHz
die	Die Y	120	um
yosys	Synth Flop Type	dfxtp_1	
clocking	# clock sinks	29	
placement	I/O Buffers	21	
clocking	clk slew on worst S/H paths	0.07	ns
yosys	Synth Area per Inst	9.64	sq um
die	Die ar.	14400	sq um
drt	Vias	1134	
worst_setup_path	R2R Setup Slk	0.97	ns
drt	Routed WL per cell	10.1	um
sta	final hold violation count	0	
clocking	Root Buffer	clkbuf_8	
worst_setup_path	r2r endpoint	my_VGA.h_count[5]	
drt	1st-iter DRT viols	58	
[state kept, by name, indices dropped and copies added (netlist names)]
name and cells:
my_clk_div.counter 2, my_VGA.v_count 10, my_decoder.r_out 2, my_VGA.h_count 10, my_clk_div.clk_25MHz 1, my_decoder.g_out 2, my_decoder.b_out 2
[worst register-to-register path: stages, from the launching register on]
cell      delay (ns)
edfxtp_1        0.50
nor4b_4         0.43
nand2_1         0.14
o31ai_4         0.50
nor2_1          0.10
[worst min-delay path by stage]
stage                                  from                     to  slack, ns  cells past startpoint
final                     my_VGA.v_count[8]      my_VGA.v_count[8]       0.51                      1
after CTS                 my_VGA.v_count[8]      my_VGA.v_count[8]       0.52                      1
after global routing  my_clk_div.counter[1]  my_clk_div.counter[0]       0.55                      1
[timing repair]
action	CTS	global route
resized	1	0
hold endpoints to repair	0	0
setup buffers	0	0
endpoints found under the setup margin	10	0
[layer usage]
layer	GRT usage, %	vias up	part of all wire, %
met5	0	-	0
met4	0.377	0	0.48
met3	2.19	4	9.4
met2	6.05	33	42
met1	6.00	516	48
li1	-	581	-
[logic make-up after synthesis]
group           after synthesis  share of synthesized area [%]
mux                           2                           1.38
simple gates                 69                           25.1
buf+inv                      24                           7.62
xor+xnor                      9                           5.11
flops                        29                           45.1
compound gates               21                           10.8
fa+ha+maj                     6                           4.87
[power by group]
group / internal, mW / switching (mW)
Combinational: 0.0468 / 0.0243
Clock: 0.255 / 0.155
Sequential: 0.433 / 0.0157
[area by class of cell]
cell class                 instances  area, sq um
fill                            1072         7830
clock buffer                       6         72.6
sequential                        29          696
clock inverter                     2         35.0
timing repair buffer              21          210
tap                              133          166
inverter                           9         33.8
multi-input combinational        107          734
[cell usage in the layout (no fill, tap or decap), types with 2 or more instances in the layout]
cell | Yosys | final
dfrtp_1 | 3 | 3
ha_1 | 6 | 6
edfxtp_1 | 10 | 10
clkbuf_8 | 0 | 5
a21o_1 | 4 | 4
o21ai_0 | 2 | 2
inv_1 | 9 | 9
a31oi_1 | 3 | 3
nor4_1 | 2 | 2
dfxtp_1 | 16 | 16
nand2_1 | 10 | 10
nand4_1 | 3 | 3
nor3_1 | 6 | 6
xnor2_1 | 6 | 6
nor2_1 | 18 | 18
o21bai_1 | 2 | 2
xor2_1 | 3 | 3
nand3_1 | 9 | 9
clkdlybuf4s50_1 | 0 | 21
and2_1 | 6 | 6
and3_1 | 3 | 3
nor4b_1 | 2 | 2
or3_1 | 2 | 2
a21oi_1 | 3 | 3
No activity file was given, so power comes from the tool's default toggle rates.
